==> flow/design.v <==
module ysyx_23060236_lfsr(
	input clock,
	input reset,
	input enable,
	output [7:0] random
);
reg [7:0] out;
always @(posedge clock) begin
	if (reset) begin
		out <= 8'b00000001;
	end
	else if (enable) begin
		out <= {out[4] ^ out[3] ^ out[2] ^ out[0], out[7:1]};
	end
end
assign random = out;
endmodule
==> flow/run.sh <==
#!/bin/bash
# OpenROAD 26Q1-2900-gdf79404cd8, Yosys 0.63+post, stock flow scripts
make -C /OpenROAD-flow-scripts/flow DESIGN_CONFIG=/design/flow/config.mk WORK_HOME=/design/flow/orfs finish
==> flow/config.mk <==
export PLATFORM = sky130hd
export DESIGN_NAME = ysyx_23060236_lfsr
export DESIGN_NICKNAME = ysyx_23060236_lfsr
export VERILOG_FILES = /design/flow/design.v
export SDC_FILE = /design/flow/constraint.sdc
export NUM_CORES = 4
export LEC_CHECK = 1
export CORE_AREA = 10 10 70 70
export DIE_AREA = 0 0 80 80
==> flow/constraint.sdc <==
current_design ysyx_23060236_lfsr

set clk_period 2.0
set clk_io_pct 0.2

create_clock -name clk0 -period $clk_period [get_ports {clock}]

set non_clock_inputs [all_inputs -no_clocks]
set_input_delay [expr $clk_period * $clk_io_pct] -clock clk0 $non_clock_inputs
set_output_delay [expr $clk_period * $clk_io_pct] -clock clk0 [all_outputs]
==> results_dict.tcl <==
# place-and-route summary
set metrics [dict create \
    syn_avg_cell_area_um2 10.7 \
    cts_resized 0 \
    hold_path_class "register to register" \
    io-pin-count 11 \
    grt_max_degree 11 \
    tritoncts "yes" \
    status "completed" \
    via_count 225 \
    postRouteWirelength_um 698 \
    setup.worst_path.start "out[3]" \
    insertion_delay_ps 250 \
    cts.clk_slew.worst_paths_ps 50 \
    fin_crit_sh_pct 76.6 \
    setup_viol 0 \
    yosysCellCount 29 \
    yosysTopAreaCell "sky130_fd_sc_hd__dfxtp_1" \
    post_route_cells_drive_above_1_share_pct 10.0 \
    drc 0 \
    worst_setup_path_start_kind "register" \
    clkPwrFrac_pct 37.1 \
    clock_tree.root_cell "sky130_fd_sc_hd__clkbuf_4" \
    crit_path_max_incr_delay_ps 490 \
    route.antenna.remaining_nets 0 \
    postSynthRegisterBits 8 \
    groute.usage.overall_pct 2.11 \
    ys_top_cells_by_area "sky130_fd_sc_hd__dfxtp_1 52%, sky130_fd_sc_hd__mux2i_1 19%, sky130_fd_sc_hd__nor2_1 8.5%" \
    fin_worst_hold_slack_ps 492 \
    net-switching-power_uw 64.1 \
    synth.yosys.seq_area_share_pct 51.8 \
    finalHoldViolations 0 \
    cts.htree.levels 1 \
    sequential_power_share_pct 53.2 \
    nFillCells 390 \
    openroad_warning_count 25 \
    tightestPinTransition_ps 482 \
    yosys.area.top_type_share_pct 51.8 \
    layout.area.seq_um2 160 \
    port_buffers 10 \
    reg_top3 "out: 8 flops" \
    via_count_of_the_first_global_routing_pass 249 \
    synth.yosys.warnings 1 \
    cts_sinks 8 \
    crit_path_cell_trace "clkdlybuf4s50_1" \
    power.internal_uw 252 \
    lay_top_count "sky130_fd_sc_hd__clkdlybuf4s50_1" \
    detailedRoute.firstPassIterationCount 2 \
    route.detailed.wl_per_inst_um 8.12 \
    gp_congestion 0.615 \
    cts_made_buffers 3 \
    route.antenna.diode_count 0 \
    crit_path_top_delay_cell "sky130_fd_sc_hd__clkdlybuf4s50_1" \
    yosys_stat_area_um2 309 \
    cp_data_required_time_ps 1600 \
    timing_max_transition_violations_final 0 \
    netlist_area_um2 309 \
    ir_worst_vdd_uv 88.9 \
    layout.cells.non_filler 86 \
    power-per-cell-area_nw_per_um2 658 \
    fin_tns_setup_ps 0 \
    critical_path.max_fanout 4 \
    synthCells 29 \
    floorplan.rows 21 \
    area_growth_from_synthesis_to_layout_pct 55.5 \
    rsz0062_at_grt "no" \
    cpLargestDelayFamily "buffers and inverters" \
    swShare_pct 20.3 \
    finalPower_uw 316 \
    slew_headroom_pct 67.8 \
    logic_area_um2 140 \
    floorplan.initialDensity_pct 9.05 \
    cp_num_buf_inv 1 \
    achievable-frequency_mhz 653 \
    largest-register "out" \
    worstReg2RegStart "out[3]" \
    worstHoldStart "out[1]" \
    die_area_um2 6400 \
    largest_register_ff_count 8 \
    p_leak_uw 0.000185 \
    final_util_pct 14.1 \
    finalWorstPathRequiredPeriod_ps 1530 \
    dieWidth_um 80 \
    placedCellCount 83 \
    cts_buffer_depth 2 \
    dr.first_iter.drc_count 3 \
    chipHeight_um 80 \
    critical_path.endpoint_type "output port" \
    grt_first_pass_wirelength_um 1120 \
    cts.repair_timing.setup_buffer_count 0 \
    grt.overflow.total 0 \
    critPathKind "register to output port" \
    fp.coreArea_um2 3420 \
    most_numerous_logic_cells_after_layout "10 x sky130_fd_sc_hd__clkdlybuf4s50_1, 8 x sky130_fd_sc_hd__dfxtp_1, 7 x sky130_fd_sc_hd__nor2_1" \
    power.combinational.fraction_pct 9.7 \
    count_of_hold_fix_buffers_inserted_at_cts 0 \
    synth.lib_cells_used.distinct 10 \
    worst_ep_arrival_time_ps 1130 \
    grt_antenna_before_repair 0 \
    maxCapViolations 0 \
    fin_skew_ps 5.18 \
    detail_route.vias_per_cell 2.62 \
]
cell usage after synthesis:
master / number
sky130_fd_sc_hd__nor2b_1: 1
sky130_fd_sc_hd__xnor2_1: 1
sky130_fd_sc_hd__buf_2: 1
sky130_fd_sc_hd__a211oi_2: 1
sky130_fd_sc_hd__dfxtp_1: 8
sky130_fd_sc_hd__a211o_1: 1
sky130_fd_sc_hd__mux2i_1: 6
sky130_fd_sc_hd__buf_1: 1
sky130_fd_sc_hd__nor2_1: 7
sky130_fd_sc_hd__xor2_1: 2
stage by stage:
step	worst slack, ps	instance area [um2]
6_report	469	480
5_1_grt	402	480
4_1_cts	436	480
3_5_place_dp	381	458
3_3_place_gp	394	458
2_1_floorplan	998	309
layer usage:
layer | wire (um) | share of wire, % | vias up | GRT usage [%]
met5 | 0 | 0 | - | 0
met4 | 31 | 4.4 | 0 | 1.41
met3 | 5 | 0.72 | 2 | 0
met2 | 386 | 55 | 5 | 3.93
met1 | 275 | 39 | 101 | 2.28
li1 | - | - | 117 | -
worst paths after layout:
path / to / slack [ps] / cells past startpoint
setup / recovery: random[3] / 470 / 1
hold / removal: out[0] / 490 / 1
setup reg to reg: out[7] / 1050 / 3
hold reg to reg: out[0] / 490 / 1
kinds of logic (layout without fill, tap and decap cells):
logic type,after synthesis,count (layout),synth area share [%]
DFF,8,8,51.8
and+or+nand+nor,8,8,10.5
muxes,6,6,19.4
xor gates and xnor gates,3,3,8.50
AOI/OAI and AO/OA,2,2,6.88
buffers and inverters,2,13,2.83
cell type report:
cell class              count  share of cell area [%]
clock buffers               3                    4.69
repair buffers             10                    20.8
well taps                  46                    12.0
flip-flops and latches      8                    33.3
multi-input cells          19                    29.2
power by group through the flow:
stage / clock [uW] / combinational, uW / sequential, uW
finish: 117 / 30.7 / 168
global route: 130 / 34.4 / 169
CTS: 125 / 31.5 / 168
worst reg2reg max path, cell delays in order, from the launching register on:
cell	delay [ps]
sky130_fd_sc_hd__dfxtp_1	390
sky130_fd_sc_hd__xor2_1	190
sky130_fd_sc_hd__xnor2_1	100
sky130_fd_sc_hd__a211oi_2	200
No activity file was given, so power comes from the tool's default toggle rates.
