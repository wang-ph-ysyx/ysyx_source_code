$ cat /design/flow/constraint.sdc
current_design ysyx_23060236_delay

set clk_period 1.9
set clk_io_pct 0.2

create_clock -name clk0 -period $clk_period [get_ports {clock}]

set non_clock_inputs [all_inputs -no_clocks]
set_input_delay [expr $clk_period * $clk_io_pct] -clock clk0 $non_clock_inputs
set_output_delay [expr $clk_period * $clk_io_pct] -clock clk0 [all_outputs]
$ cat /design/flow/config.mk
export PLATFORM = sky130hd
export DESIGN_NAME = ysyx_23060236_delay
export DESIGN_NICKNAME = ysyx_23060236_delay
export VERILOG_FILES = /design/flow/design.v
export SDC_FILE = /design/flow/constraint.sdc
export NUM_CORES = 4
export LEC_CHECK = 1
export CORE_AREA = 10 10 78 78
export DIE_AREA = 0 0 88 88
$ cat /design/flow/run.sh
#!/bin/bash
# OpenROAD 26Q1-2900-gdf79404cd8, Yosys 0.63+post, stock flow scripts
make -C /OpenROAD-flow-scripts/flow DESIGN_CONFIG=/design/flow/config.mk WORK_HOME=/design/flow/orfs finish
$ cat /design/flow/design.v
module ysyx_23060236_delay #(DELAY = 15) (
	input  clock,
	input  reset,
	input  data_in,
	input  [2:0] random,
	output data_out
);
	reg [DELAY-1:0] data_buf;
	always @(posedge clock) begin
		if (reset) begin
			data_buf <= 0;
		end
		else begin
			data_buf <= {DELAY{data_in}} & {data_buf[DELAY-2:0], data_in};
		end
	end
	assign data_out = data_buf[DELAY-1-random];
endmodule
==> results.cfg <==
; physical design summary
[status]
status = complete, no violations

[logic_synthesis]
postSynthCellCount = 46
yosys.cell_types.count = 15
synth_stat.cells = 46
synth_area_um2 = 576.8
yosys_warnings = 1
ys_area_um2 = 576.8
ys_seq_share_pct = 52.06
ys_ff = 15
syn_area_per_cell_um2 = 12.54

[clock_tree]
cts_made_buffers = 3
clock_sinks = 15
cts_buffer_depth = 2
clkTransAtPathRegs_ps = 60
clkLatencyLatePin_ps = 240
htree_levels = 1
cts_tree = built
holdBufCountCts = 0
cts_root_buffer = clkbuf_8

[job]
warning_count = 26
max_cap_violations = 0

[place]
gp_congestion = 0.7689
dp_hpwl_um = 658.2
io_buffer_count = 6
post_dp_cell_area_um2 = 709.4

[grt]
grt_pass1_wl_um = 1759
grt_usage_pct = 2.836
grt_pass1_vias = 366
grt-ovfl-total = 0
grt_start_max_net_pins = 16
antenna_found_initial = 0

[setup_path]
critPathLaunchType = input port
r2r_setup_slack_ps = 1350
cp_top_family = multiplexers
rr_worst_depth = 1
cp_data_arrival_time_ps = 1480
path_class = in2out
critPathBufInv = 2
cp_max_fo = 4
crit_chain = buf_8 -> ha_4 -> xnor2_4 -> mux4_2 -> nor2_1 -> o22ai_1 -> buf_2
worstReg2RegStart = data_buf[5]$_SDFF_PP0_
reg2reg_to = data_buf[6]$_SDFF_PP0_
end_kind = output pin
worst_path_max_delay_cell = mux4_2
slowest_delay_ps = 320
crit_required_ps = 1520

[route]
route.met2.wl_um = 401
met3WireLength_um = 100
antenna-diode-count = 0
num_vias = 364
wl_per_cell_um = 9.161
totalWireLength_um = 1026
first_pass_iters = 2
drc = 0
ant_nets = 0
wl_met1_um = 524
avgViaCountPerCell = 3.250
top_layer = met3
drt_iter0_drc = 15

[cells_and_area]
largest_reg_flops = 15
drive_gt1_share_pct = 35.00
fillCellCount = 458
regArea_um2 = 300.3
area_growth_pct = 38.39
mi_logic_area_um2 = 275.3
top_regs = data_buf x15
design_area_um2 = 798.3
largest-register = data_buf

[sta]
maxSlewViolCount = 0
maxSlewHeadroom_pct = 89.02
period_needed_ps = 1857
hold_ws_ps = 457.9
fmax_ghz = 0.5385
tightest_slew_ps = 160.1
skew_ps = 0.7496
hold_viol_final = 0
rsz0062_at_grt = yes
report.final.setup_viol = 0
period_used_pct = 97.74

[die]
chipArea_um2 = 7744
dieWidth_um = 88
ios = 7
die_y_um = 88
core-area_um2 = 4414
initCoreUtil_pct = 13.07
placementRows = 24

[power]
leakagePower_nw = 0.3141
power_mw = 0.6397
irDropWorstVdd_mv = 0.2086
powerDensity_nw_per_um2 = 801.4

[min_path]
hold_end = data_buf[4]$_SDFF_PP0_
hold_path.class = reg2reg
hold_depth = 1
hp-start = data_buf[3]$_SDFF_PP0_
==> cell type report <==
| class | count | share of cell area, % |
|---|---|---|
| flip-flops and latches | 15 | 37.62 |
| multi-input cells | 28 | 34.48 |
| repair buffers | 12 | 13.17 |
| well taps | 52 | 8.150 |
| clock buffers | 3 | 5.172 |
| clock inverters | 1 | 0.9404 |
| inverters | 1 | 0.4702 |
==> layer usage <==
metal / vias up / global-route usage (%)
met3: 0 / 1.871
met2: 8 / 3.902
met1: 173 / 3.811
li1: 183 / -
met5: - / 0
met4: 0 / 0.1449
==> cell families (layout without fill, tap and decap cells) <==
family                   count (synthesis)  after routing  share of synthesized area, %
AND-OR/OR-AND                            2              2                         2.387
flip-flops                              15             15                         52.06
multiplexers                             5              5                         17.14
buffers and inverters                    3             17                         3.252
adder cells (fa/ha/maj)                  1              1                         2.169
XOR/XNOR                                 1              1                         2.821
AND/OR/NAND/NOR                         19             19                         20.17
==> stage by stage <==
stage                     TNS, ps  worst slack (ps)  utilization [%]  std cells
after detailed placement   -713.8            -713.8            16.07        105
after CTS                       0            0.8993            17.89        112
after global placement     -706.5            -706.5            16.07        105
after floorplan                 0             268.9                -         46
after global routing       -40.66            -40.66            18.08        112
final                           0             42.95            18.08        112
==> power by group <==
| part | total, mW | leakage [nW] | internal, mW | switching, mW |
|---|---|---|---|---|
| sequential | 0.317 | 0.121 | 0.317 | 0.000922 |
| combinational | 0.0666 | 0.171 | 0.0423 | 0.0243 |
| clock | 0.256 | 0.0217 | 0.147 | 0.109 |
==> Yosys cell counts (all sizes together) <==
| master | count | area [um^2] |
|---|---|---|
| and3b | 1 | 10.01 |
| nand3 | 1 | 5.000 |
| o31ai | 1 | 7.510 |
| xnor2 | 1 | 16.27 |
| and2 | 14 | 87.58 |
| dfxtp | 15 | 300.3 |
| buf | 1 | 11.26 |
| ha | 1 | 12.51 |
| nor2b | 1 | 6.260 |
| mux2i | 2 | 20.02 |
| nor2 | 2 | 7.510 |
| mux4 | 3 | 78.83 |
| inv | 1 | 3.750 |
| clkbuf | 1 | 3.750 |
| o22ai | 1 | 6.260 |
==> worst max-delay path by stage <==
stage	from	endpoint	slack, ps	cells past startpoint
after CTS	random[0]	data_out	0.9	6
after global routing	random[0]	data_out	-40	7
final	random[0]	data_out	40	7
==> layout by cell type, fill, tap and decap left out, drive strengths merged, types with 2 or more instances in the layout <==
cell type | Yosys | layout
mux4 | 3 | 3
and2 | 14 | 14
nor2 | 2 | 2
clkdlybuf4s50 | 0 | 2
buf | 1 | 9
clkbuf | 1 | 4
dfxtp | 15 | 15
mux2i | 2 | 2
==> what timing repair did <==
item | 4_1_cts | 5_1_grt
pin swaps | 4 | 5
endpoints found under the setup margin | 1 | 1
buffers inserted | 3 | 0
gates resized | 18 | 8
No activity file was given, so power comes from the tool's default toggle rates.
